--- /design/flow/design.v ---
`timescale 1ns / 1ps
module CRTClock(SystemClockFreq, CRTClockFreq, PixelClock, Reset, Clock);
	parameter SystemClockSize=10;
	input  [SystemClockSize-1:0] SystemClockFreq;
	input  [SystemClockSize-1:0] CRTClockFreq;
	output PixelClock;
	input  Reset;
	input  Clock;
	reg  [SystemClockSize-1:0] counter;
	wire [SystemClockSize-1:0] MaxCounter;
	assign MaxCounter = (SystemClockFreq / CRTClockFreq) - 1;
	assign PixelClock = counter > (MaxCounter >> 1);
	always @ (posedge Clock or posedge Reset)
		if (Reset) counter <= 0;
		else begin
			if (counter == MaxCounter) counter <= 0;
			else counter <= counter + 1'd1;
			end
endmodule
`timescale 1ns / 1ps
module CRTcontroller2015fall(Xresolution, Yresolution, SystemClockFreq, CRTClockFreq, hsync, vsync, xpos, ypos, reset, clock);
	parameter ResolutionSize=10, SystemClockSize=10;
	input [ResolutionSize-1:0] Xresolution, Yresolution;
	input [SystemClockSize-1:0] SystemClockFreq, CRTClockFreq;
	input reset, clock;
	output hsync, vsync;
	output [ResolutionSize-1:0] xpos, ypos;	 
	parameter vSynchPulse=10'd2, vFrontPorch=10'd9, vBackPorch=10'd29;  
	parameter hSynchPulse=10'd95, hFrontPorch=10'd25, hBackPorch=10'd40;  
	wire LineEnd;
	wire PixelClock;
	hsyncModule hsyncModule(PixelClock, hSynchPulse, hBackPorch,  Xresolution, hFrontPorch, hsync, LineEnd, xpos, reset, clock);
	vsyncModule vsyncModule(LineEnd, vSynchPulse, vFrontPorch, Yresolution, vBackPorch, vsync, ypos, reset, clock);
	CRTClock CRTclockUnit2015fall(SystemClockFreq, CRTClockFreq, PixelClock, reset, clock);
endmodule
`timescale 1ns / 1ps
module ClockedNegativeOneShot(InputPulse, OneShot, Reset, CLOCK) ;
input		InputPulse, Reset, CLOCK;
output reg OneShot;
parameter State0=0, State1=1, State2=2, State3=3;
reg [1:0] State;
always@(State)
	if(State==State1) OneShot<=1;
	else OneShot<=0;
always @ (posedge CLOCK)
	if(Reset==1)	State <= 1; else
	case (State)
	0:	if (InputPulse==1) State<=State0; else State<=State1;
	1:	if (InputPulse==1) State<=State0; else State<=State3;
	2:	State<=State0;
	3:	if (InputPulse==1) State<=State0; else State<=State3;
	endcase
endmodule
`timescale 1ns / 1ps
module PongWithCRTDriverAJM(
   input Clock, Reset, rota, rotb,
	output [2:0] red,
   output [2:0] green,
   output [1:0] blue,
   output hsync, vsync
);
	wire [9:0] xpos;
	wire [9:0] ypos;
	parameter [9:0] NumberofPixels=10'd640, NumberofLines=10'd480;
	parameter [9:0] SystemClockFreq=10'd100, CRTClockFreq=10'd25;  
	CRTcontroller2015fall VGAdisplay(NumberofPixels, NumberofLines, SystemClockFreq, CRTClockFreq, hsync, vsync, xpos, ypos, Reset, Clock);
	game_module2015 game_inst(Clock, Reset, xpos, ypos, rota, rotb, red, green, blue);
endmodule
`timescale 1ns / 1ps
module UniversalCounter10bitsV5(P,BeginCount, EndCount, Q,S1,S0,TerminalCount, Reset, CLOCK) ;
parameter	length = 10;
input		S1, S0, Reset, CLOCK;
input	[length-1:0]	P, BeginCount, EndCount;
output 	reg [length-1:0]	Q;
output reg TerminalCount;	 
reg	[length-1:0]	NextQ;
always @ (posedge CLOCK or posedge Reset)
	if(Reset==1)	Q <= BeginCount;
	else	Q<=NextQ;
always@(Q or S1 or S0 or P or EndCount or BeginCount)
	case ({S1,S0})
	2'b00:	begin NextQ <= Q;	TerminalCount<=0; end  
	2'b01:	begin if (Q>=EndCount) begin TerminalCount<=1; NextQ<=0; end
		else begin TerminalCount<=0; NextQ <= Q+1'b1;	end
		end  
	2'b10:	begin if (Q==BeginCount) begin TerminalCount<=1; NextQ<=EndCount; end
		else begin TerminalCount<=0; NextQ <= Q-1'b1;	end
		end  
	2'b11:	begin NextQ <= P; TerminalCount<=1'b0; end				 
	endcase
endmodule
`timescale 1ns / 1ps
module game_module2015(input clk25, input Reset,
				input [9:0] xpos,
				input [9:0] ypos,
				input rota,
				input rotb,
				output [2:0] red,
				output [2:0] green,
				output [1:0] blue);
reg [8:0] paddlePosition;
reg [2:0] quadAr, quadBr;
always @(posedge clk25) quadAr <= {quadAr[1:0], rota};
always @(posedge clk25) quadBr <= {quadBr[1:0], rotb};
always @(posedge clk25)
if(quadAr[2] ^ quadAr[1] ^ quadBr[2] ^ quadBr[1])
begin
	if(quadAr[2] ^ quadBr[1]) begin
		if(paddlePosition < 508)         
			paddlePosition <= paddlePosition + 3'd4;
	end
	else begin
		if(paddlePosition > 2'd3)         
			paddlePosition <= paddlePosition - 3'd4;
	end
end
reg [9:0] ballX;
reg [8:0] ballY;
reg ballXdir, ballYdir;
reg bounceX, bounceY;
wire endOfFrame = (xpos == 0 && ypos == 480);
always @(posedge clk25) begin
	if (endOfFrame) begin  
		if (ballX == 0 && ballY == 0) begin  
			ballX <= 480;
			ballY <= 300;
		end
		else begin
			if (ballXdir ^ bounceX) 
				ballX <= ballX + 2'd2;
			else 
				ballX <= ballX - 2'd2;	
			if (ballYdir ^ bounceY) 
				ballY <= ballY + 2'd2;
			else
				ballY <= ballY - 2'd2;	
		end
	end	
end		
reg [5:0] missTimer;	
wire visible = (xpos < 640 && ypos < 480);
wire top = (visible && ypos <= 3);
wire bottom = (visible && ypos >= 476);
wire left = (visible && xpos <= 3);
wire right = (visible && xpos >= 636);
wire border = (visible && (left || right || top));
wire paddle = (xpos >= paddlePosition+4 && xpos <= paddlePosition+124 && ypos >= 440 && ypos <= 447);
wire ball = (xpos >= ballX && xpos <= ballX+7 && ypos >= ballY && ypos <= ballY+7);
wire background = (visible && !(border || paddle || ball));
wire checkerboard = (xpos[5] ^ ypos[5]);
wire missed = visible && missTimer != 0;
assign red   = { missed || border || paddle, 2'b00 };
assign green = { !missed && (border || paddle || ball), 2'b00 };
assign blue  = { !missed && (border || ball), background && checkerboard}; 
always @(posedge clk25) begin
	if (!endOfFrame) begin
		if (ball && (left || right))
			bounceX <= 1;
		if (ball && (top || bottom || (paddle && ballYdir)))
			bounceY <= 1;
		if (ball && bottom)
			missTimer <= 63;
	end
	else begin
		if (ballX == 0 && ballY == 0) begin  
			ballXdir <= 1;
			ballYdir <= 1;
			bounceX <= 0;
			bounceY <= 0;
		end 
		else begin
			if (bounceX)
				ballXdir <= ~ballXdir;
			if (bounceY)
				ballYdir <= ~ballYdir;			
			bounceX <= 0;
			bounceY <= 0;
			if (missTimer != 0)
				missTimer <= missTimer - 1'b1;
		end
	end
end
endmodule
`timescale 1ns / 1ps
module hsyncModule(PixelClock, SynchPulse, BackPorch, ActiveVideo, FrontPorch, hsync, LineEnd, xposition, reset, clock);
	parameter xresolution=10;
	input [xresolution-1:0] SynchPulse, FrontPorch, ActiveVideo, BackPorch;
	input PixelClock, reset, clock;
	output hsync, LineEnd;
	output reg [xresolution-1:0] xposition;
	wire [xresolution-1:0] xcount;
	ClockedNegativeOneShot PixelClockUnit(PixelClock, PixelClockOneShot, reset, clock);
	assign LineEnd=xcount==EndCount;	 
	wire [xresolution-1:0] EndCount=SynchPulse+FrontPorch+ActiveVideo+BackPorch;
	assign hsync = ~(xcount>=(ActiveVideo+FrontPorch)&&xcount<=(ActiveVideo+FrontPorch+SynchPulse));
	always@(xcount, SynchPulse, BackPorch, ActiveVideo, FrontPorch) 
		xposition<=xcount;	 
	UniversalCounter10bitsV5 XPositionCounter(10'd0,10'd0, EndCount, xcount, LineEnd,LineEnd||PixelClockOneShot,   , reset, clock) ;
endmodule
`timescale 1ns / 1ps
module vsyncModule(LineEnd, SynchPulse, FrontPorch, ActiveVideo, BackPorch, vsync, yposition, reset, clock);
	parameter yresolution=10;
	input [yresolution-1:0] SynchPulse, FrontPorch, ActiveVideo, BackPorch;
	input reset, clock, LineEnd;
	output vsync;
	output reg [yresolution-1:0] yposition;
	wire [yresolution-1:0] ycount;
	ClockedNegativeOneShot RestartUnit(LineEnd, NextLineOneShot, reset, clock);
	assign vsync = ~((ycount > ActiveVideo+FrontPorch) && (ycount <= ActiveVideo+FrontPorch+SynchPulse));
	always@(ycount, SynchPulse, BackPorch, ActiveVideo, FrontPorch) 
		yposition<=ycount;
	wire [yresolution-1:0] EndCount = SynchPulse + FrontPorch + ActiveVideo + BackPorch;
	assign done = ycount == EndCount;
	UniversalCounter10bitsV5 YPositionCounter(10'd0,10'd0, EndCount, ycount, done,done||NextLineOneShot,   , reset, clock) ;
endmodule
--- /design/flow/run.sh ---
#!/bin/bash
# OpenROAD 26Q1-2900-gdf79404cd8, Yosys 0.63+post, stock flow scripts
make -C /OpenROAD-flow-scripts/flow DESIGN_CONFIG=/design/flow/config.mk WORK_HOME=/design/flow/orfs finish
--- /design/flow/config.mk ---
export PLATFORM = sky130hd
export DESIGN_NAME = PongWithCRTDriverAJM
export DESIGN_NICKNAME = PongWithCRTDriverAJM
export VERILOG_FILES = /design/flow/design.v
export SDC_FILE = /design/flow/constraint.sdc
export NUM_CORES = 4
export LEC_CHECK = 1
export CORE_UTILIZATION = 30
--- /design/flow/constraint.sdc ---
current_design PongWithCRTDriverAJM

set clk_period 7.6
set clk_io_pct 0.2

create_clock -name clk0 -period $clk_period [get_ports {Clock}]

set non_clock_inputs [all_inputs -no_clocks]
set_input_delay [expr $clk_period * $clk_io_pct] -clock clk0 $non_clock_inputs
set_output_delay [expr $clk_period * $clk_io_pct] -clock clk0 [all_outputs]
==> flow_metrics.env <==
# physical design summary
export IMPL_p_sw_mw=0.497
export IMPL_path_clk_slew_ns=0.06
export IMPL_cellLeakagePower_nw=2.82
export IMPL_ys_cells=648
export IMPL_clock_latency_ns=0.34
export IMPL_drc_errors=0
export IMPL_cts_buffers=9
export IMPL_n_fill_cell=1903
export IMPL_vias=4471
export IMPL_holdWs_ns=0.329
export IMPL_min_period_over_period_pct=64.9
export IMPL_drv_slew=0
export IMPL_min_period_ns=4.93
export IMPL_wl_met3_um=472
export IMPL_crit_path_end_kind="output pin"
export IMPL_setup_viol=0
export IMPL_io_buffers=9
export IMPL_grtUsageTotal_pct=13.0
export IMPL_edf_count=32
export IMPL_die_y_um=142
export IMPL_top_layer="met4"
export IMPL_hold_path_class="register to register"
export IMPL_synth_flop_count=74
export IMPL_p_int_mw=0.955
export IMPL_p_seq_share_pct=41.1
export IMPL_ys_flop_type="edfxtp_1"
export IMPL_postSynthAreaPerCell_sq_um=9.02
export IMPL_clock_path_buffers=2
export IMPL_yosys_stat_area_sq_um=5840
export IMPL_hold_viol=0
export IMPL_drt_initial_drc_count=203
export IMPL_yosys_warnings=10
export IMPL_comb_power_share_pct=27.9
export IMPL_area_growth_pct=11.2
export IMPL_skew_ns=0.00957
export IMPL_final_common_cell="ha_1"
export IMPL_tightest_slew_ns=0.902
export IMPL_max_freq_ghz=0.203
export IMPL_grt_pass1_wl_um=20600
export IMPL_path_class="register to output pin"
export IMPL_status="finished, final reports clean"
export IMPL_cp_arrival_ns=3.41
export IMPL_wl_met1_um=6080
export IMPL_dpl_cell_area_sq_um=6180
export IMPL_clock_sinks=74
export IMPL_root_buffer="clkbuf_16"
export IMPL_startpoint_type="register"
export IMPL_die_w_um=142
export IMPL_gp_congestion=0.915
export IMPL_synthCells=648
export IMPL_rsz0062_at_grt="no"
export IMPL_hold_buffers=0
export IMPL_numPlacedInstances=898
export IMPL_warnings=36
export IMPL_core_area_sq_um=18900
export IMPL_wl_per_cell_um=13.4
export IMPL_initial_core_util_pct=30.9
export IMPL_grt_max_degree=29
export IMPL_pwr_density_cell_nw_per_um2=223
export IMPL_grt_pass1_vias=4159
export IMPL_viasPerCell=4.89
export IMPL_antenna_left=0
export IMPL_cts_setup_buffers=0
export IMPL_cts_resized=0
export IMPL_async_flop_share_pct=40.5
export IMPL_syn_area_sq_um=5840
export IMPL_setup_ws_ns=2.67
export IMPL_first_pass_iters=7
export IMPL_io_pins=14
export IMPL_ys_seq_share_pct=33.4
export IMPL_cts_tree="built"
export IMPL_path_max_fanout=6
export IMPL_h_tree_depth=3
export IMPL_cap_violations=0
export IMPL_antenna_found_initial=0
export IMPL_vdd_drop_max_mv=0.110
export IMPL_wl_met2_um=5410
export IMPL_dp_hpwl_um=9160
export IMPL_n_antenna_cell=0
export IMPL_finalSetupTns_ns=0
export IMPL_layout_drive_gt1_share_pct=5.05
export IMPL_dp_slack_ns=3.03
export IMPL_swShare_pct=34.2
export IMPL_final_cells=914
export IMPL_synth_cell_types=70
export IMPL_mostFrequentLayoutCells="ha_1 (83), nor2_1 (50), inv_1 (49)"
export IMPL_crit_required_ns=6.08
export IMPL_max_slew_margin_pct=39.9
export IMPL_wl_um=12200
export IMPL_fin_area_sq_um=6500
export IMPL_die_area_sq_um=20000
export IMPL_placementRows=50
export IMPL_overflow=0
export IMPL_clock_power_share_pct=31.0
-- metal layers --
metal	up-vias	global-route usage (%)
met2	84	20.6
met1	2041	18.9
met5	-	0
met4	0	2.77
met3	18	2.34
li1	2328	-
-- synthesized netlist by cell type (all sizes together), types with 2 or more instances --
cell type | count | area (sq um)
a2111oi | 4 | 53.8
a211oi | 6 | 50.1
a21boi | 5 | 37.5
a21o | 8 | 60.1
a21oi | 29 | 145
a31oi | 8 | 50.1
and2 | 2 | 12.5
and3 | 12 | 76.3
and4 | 2 | 17.5
buf | 8 | 56.3
clkbuf | 19 | 71.3
dfrtp | 30 | 751
dfxtp | 12 | 240
edfxtp | 32 | 961
fa | 3 | 60.1
ha | 83 | 1040
inv | 49 | 184
mux2i | 3 | 30.0
nand2 | 47 | 179
nand2b | 6 | 37.5
nand3 | 30 | 150
nand3b | 2 | 15.0
nand4 | 15 | 100
nand4b | 2 | 17.5
nor2 | 51 | 194
nor2b | 7 | 43.8
nor3 | 22 | 110
nor3b | 5 | 37.5
nor4 | 7 | 50.1
nor4b | 2 | 17.5
o21a | 6 | 45.0
o21ai | 46 | 230
o22ai | 3 | 18.8
o2bb2ai | 2 | 17.5
o311ai | 2 | 17.5
o31ai | 3 | 22.5
or2 | 3 | 18.8
or3 | 3 | 20.0
or4 | 4 | 33.8
xnor2 | 34 | 298
xor2 | 17 | 149
-- cell families after synthesis --
logic type	count (synthesis)	synth area share, %
other cells	1	0.0642
flops	74	33.4
buf+inv	76	5.33
fa+ha+maj	86	18.8
simple gates	224	19.7
compound gates	133	14.5
xor+xnor	51	7.65
mux	3	0.514
-- path summary, 6_finish.rpt --
path / from / end / slack [ns] / cells after the start
setup reg to reg: game_inst.ballY[1] / game_inst.missTimer[2] / 4.34 / 11
hold / removal: game_inst.quadAr[0] / game_inst.quadAr[1] / 0.33 / 0
hold reg to reg: game_inst.quadAr[0] / game_inst.quadAr[1] / 0.33 / 0
min in group asynchronous: Reset / VGAdisplay.CRTclockUnit2015fall.counter[3] / 1.65 / 2
setup / recovery: game_inst.ballY[1] / blue[1] / 2.67 / 12
max in group asynchronous: Reset / VGAdisplay.vsyncModule.YPositionCounter.Q[1] / 5.33 / 3
-- stage by stage --
stage | power, mW | utilization (%)
6_report | 1.45 | 34.4
4_1_cts | 1.47 | 34.4
3_5_place_dp | 1.01 | 32.7
2_1_floorplan | 0.901 | -
5_1_grt | 1.57 | 34.4
3_3_place_gp | 1.00 | 32.7
-- worst max-delay path: stages, from the launching register on --
cell and delay (ns):
edfxtp_1 0.43, inv_1 0.13, ha_1 0.26, nor3_1 0.19, xnor2_1 0.15, ha_1 0.26
a211oi_1 0.23, o21ai_0 0.12, a221oi_1 0.29, a41o_1 0.15, nand4_2 0.21, a31oi_1 0.19
clkdlybuf4s50_1 0.48
-- cell type report --
type | instances | area, sq um | area share (%)
clock inverters | 5 | 78.8 | 1.21
inverters | 49 | 184 | 2.83
well taps | 260 | 325 | 5.01
clock buffers | 11 | 233 | 3.58
multi-input cells | 501 | 3600 | 55.4
repair buffers | 14 | 128 | 1.96
flip-flops and latches | 74 | 1950 | 30.0
-- power groups by stage --
stage / combinational, mW / sequential, mW / clock, mW
finish: 0.405 / 0.597 / 0.450
global route: 0.480 / 0.609 / 0.479
CTS: 0.408 / 0.596 / 0.465
-- sequential cells by signal (all words and copies together), names as in the netlist --
register,flops
game_inst.paddlePosition,7
VGAdisplay.hsyncModule.XPositionCounter.Q,10
game_inst.bounceX,1
VGAdisplay.hsyncModule.PixelClockUnit.State,2
game_inst.bounceY,1
game_inst.quadBr,3
VGAdisplay.CRTclockUnit2015fall.counter,10
game_inst.ballY,8
game_inst.ballX,9
game_inst.missTimer,6
game_inst.ballYdir,1
game_inst.ballXdir,1
game_inst.quadAr,3
VGAdisplay.vsyncModule.YPositionCounter.Q,10
VGAdisplay.vsyncModule.RestartUnit.State,2
Power is estimated from default activity; no workload was simulated.
