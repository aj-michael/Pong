==> /design/flow/design.v <==
`timescale 1ns / 1ps
module CRTClock(SystemClockFreq, CRTClockFreq, PixelClock, Reset, Clock);
	parameter SystemClockSize=10;
	input  [SystemClockSize-1:0] SystemClockFreq;
	input  [SystemClockSize-1:0] CRTClockFreq;
	output PixelClock;
	input  Reset;
	input  Clock;
	reg  [SystemClockSize-1:0] counter;
	wire [SystemClockSize-1:0] MaxCounter;
	assign MaxCounter = (SystemClockFreq / CRTClockFreq) - 1;
	assign PixelClock = counter > (MaxCounter >> 1);
	always @ (posedge Clock or posedge Reset)
		if (Reset) counter <= 0;
		else begin
			if (counter == MaxCounter) counter <= 0;
			else counter <= counter + 1'd1;
			end
endmodule
`timescale 1ns / 1ps
module CRTcontroller2015fall(Xresolution, Yresolution, SystemClockFreq, CRTClockFreq, hsync, vsync, xpos, ypos, reset, clock);
	parameter ResolutionSize=10, SystemClockSize=10;
	input [ResolutionSize-1:0] Xresolution, Yresolution;
	input [SystemClockSize-1:0] SystemClockFreq, CRTClockFreq;
	input reset, clock;
	output hsync, vsync;
	output [ResolutionSize-1:0] xpos, ypos;	 
	parameter vSynchPulse=10'd2, vFrontPorch=10'd9, vBackPorch=10'd29;  
	parameter hSynchPulse=10'd95, hFrontPorch=10'd25, hBackPorch=10'd40;  
	wire LineEnd;
	wire PixelClock;
	hsyncModule hsyncModule(PixelClock, hSynchPulse, hBackPorch,  Xresolution, hFrontPorch, hsync, LineEnd, xpos, reset, clock);
	vsyncModule vsyncModule(LineEnd, vSynchPulse, vFrontPorch, Yresolution, vBackPorch, vsync, ypos, reset, clock);
	CRTClock CRTclockUnit2015fall(SystemClockFreq, CRTClockFreq, PixelClock, reset, clock);
endmodule
`timescale 1ns / 1ps
module ClockedNegativeOneShot(InputPulse, OneShot, Reset, CLOCK) ;
input		InputPulse, Reset, CLOCK;
output reg OneShot;
parameter State0=0, State1=1, State2=2, State3=3;
reg [1:0] State;
always@(State)
	if(State==State1) OneShot<=1;
	else OneShot<=0;
always @ (posedge CLOCK)
	if(Reset==1)	State <= 1; else
	case (State)
	0:	if (InputPulse==1) State<=State0; else State<=State1;
	1:	if (InputPulse==1) State<=State0; else State<=State3;
	2:	State<=State0;
	3:	if (InputPulse==1) State<=State0; else State<=State3;
	endcase
endmodule
`timescale 1ns / 1ps
module UniversalCounter10bitsV5(P,BeginCount, EndCount, Q,S1,S0,TerminalCount, Reset, CLOCK) ;
parameter	length = 10;
input		S1, S0, Reset, CLOCK;
input	[length-1:0]	P, BeginCount, EndCount;
output 	reg [length-1:0]	Q;
output reg TerminalCount;	 
reg	[length-1:0]	NextQ;
always @ (posedge CLOCK or posedge Reset)
	if(Reset==1)	Q <= BeginCount;
	else	Q<=NextQ;
always@(Q or S1 or S0 or P or EndCount or BeginCount)
	case ({S1,S0})
	2'b00:	begin NextQ <= Q;	TerminalCount<=0; end  
	2'b01:	begin if (Q>=EndCount) begin TerminalCount<=1; NextQ<=0; end
		else begin TerminalCount<=0; NextQ <= Q+1'b1;	end
		end  
	2'b10:	begin if (Q==BeginCount) begin TerminalCount<=1; NextQ<=EndCount; end
		else begin TerminalCount<=0; NextQ <= Q-1'b1;	end
		end  
	2'b11:	begin NextQ <= P; TerminalCount<=1'b0; end				 
	endcase
endmodule
`timescale 1ns / 1ps
module hsyncModule(PixelClock, SynchPulse, BackPorch, ActiveVideo, FrontPorch, hsync, LineEnd, xposition, reset, clock);
	parameter xresolution=10;
	input [xresolution-1:0] SynchPulse, FrontPorch, ActiveVideo, BackPorch;
	input PixelClock, reset, clock;
	output hsync, LineEnd;
	output reg [xresolution-1:0] xposition;
	wire [xresolution-1:0] xcount;
	ClockedNegativeOneShot PixelClockUnit(PixelClock, PixelClockOneShot, reset, clock);
	assign LineEnd=xcount==EndCount;	 
	wire [xresolution-1:0] EndCount=SynchPulse+FrontPorch+ActiveVideo+BackPorch;
	assign hsync = ~(xcount>=(ActiveVideo+FrontPorch)&&xcount<=(ActiveVideo+FrontPorch+SynchPulse));
	always@(xcount, SynchPulse, BackPorch, ActiveVideo, FrontPorch) 
		xposition<=xcount;	 
	UniversalCounter10bitsV5 XPositionCounter(10'd0,10'd0, EndCount, xcount, LineEnd,LineEnd||PixelClockOneShot,   , reset, clock) ;
endmodule
`timescale 1ns / 1ps
module vsyncModule(LineEnd, SynchPulse, FrontPorch, ActiveVideo, BackPorch, vsync, yposition, reset, clock);
	parameter yresolution=10;
	input [yresolution-1:0] SynchPulse, FrontPorch, ActiveVideo, BackPorch;
	input reset, clock, LineEnd;
	output vsync;
	output reg [yresolution-1:0] yposition;
	wire [yresolution-1:0] ycount;
	ClockedNegativeOneShot RestartUnit(LineEnd, NextLineOneShot, reset, clock);
	assign vsync = ~((ycount > ActiveVideo+FrontPorch) && (ycount <= ActiveVideo+FrontPorch+SynchPulse));
	always@(ycount, SynchPulse, BackPorch, ActiveVideo, FrontPorch) 
		yposition<=ycount;
	wire [yresolution-1:0] EndCount = SynchPulse + FrontPorch + ActiveVideo + BackPorch;
	assign done = ycount == EndCount;
	UniversalCounter10bitsV5 YPositionCounter(10'd0,10'd0, EndCount, ycount, done,done||NextLineOneShot,   , reset, clock) ;
endmodule
`timescale 1ns / 1ps
module GameWithSound(input clk25, input Reset,
				input [9:0] xpos,
				input [9:0] ypos,
				input rota,
				input rotb,
				output [2:0] red,
				output [2:0] green,
				output [1:0] blue);
reg [8:0] paddlePosition;
reg [2:0] quadAr, quadBr;
always @(posedge clk25) quadAr <= {quadAr[1:0], rota};
always @(posedge clk25) quadBr <= {quadBr[1:0], rotb};
always @(posedge clk25)
if(quadAr[2] ^ quadAr[1] ^ quadBr[2] ^ quadBr[1])
begin
	if(quadAr[2] ^ quadBr[1]) begin
		if(paddlePosition < 508)         
			paddlePosition <= paddlePosition + 3'd4;
	end
	else begin
		if(paddlePosition > 2'd3)         
			paddlePosition <= paddlePosition - 3'd4;
	end
end
reg [9:0] ballX;
reg [8:0] ballY;
reg ballXdir, ballYdir;
reg bounceX, bounceY;
wire endOfFrame = (xpos == 0 && ypos == 480);
always @(posedge clk25) begin
	if (endOfFrame) begin  
		if (ballX == 0 && ballY == 0) begin  
			ballX <= 480;
			ballY <= 300;
		end
		else begin
			if (ballXdir ^ bounceX) 
				ballX <= ballX + 2'd2;
			else 
				ballX <= ballX - 2'd2;	
			if (ballYdir ^ bounceY) 
				ballY <= ballY + 2'd2;
			else
				ballY <= ballY - 2'd2;	
		end
	end	
end		
reg [5:0] missTimer;	
wire visible = (xpos < 640 && ypos < 480);
wire top = (visible && ypos <= 3);
wire bottom = (visible && ypos >= 476);
wire left = (visible && xpos <= 3);
wire right = (visible && xpos >= 636);
wire border = (visible && (left || right || top));
wire paddle = (xpos >= paddlePosition+4 && xpos <= paddlePosition+124 && ypos >= 440 && ypos <= 447);
wire ball = (xpos >= ballX && xpos <= ballX+7 && ypos >= ballY && ypos <= ballY+7);
wire background = (visible && !(border || paddle || ball));
wire checkerboard = (xpos[5] ^ ypos[5]);
wire missed = visible && missTimer != 0;
assign red   = { missed || border || paddle, 2'b00 };
assign green = { !missed && (border || paddle || ball), 2'b00 };
assign blue  = { !missed && (border || ball), background && checkerboard}; 
always @(posedge clk25) begin
	if (!endOfFrame) begin
		if (ball && (left || right))
			bounceX <= 1;
		if (ball && (top || bottom || (paddle && ballYdir)))
			bounceY <= 1;
		if (ball && bottom)
			missTimer <= 63;
	end
	else begin
		if (ballX == 0 && ballY == 0) begin  
			ballXdir <= 1;
			ballYdir <= 1;
			bounceX <= 0;
			bounceY <= 0;
		end 
		else begin
			if (bounceX)
				ballXdir <= ~ballXdir;
			if (bounceY)
				ballYdir <= ~ballYdir;			
			bounceX <= 0;
			bounceY <= 0;
			if (missTimer != 0)
				missTimer <= missTimer - 1'b1;
		end
	end
end
endmodule
`timescale 1ns / 1ps
module PongWithSound(
   input Clock, Reset, rota, rotb,
	output [2:0] red,
   output [2:0] green,
   output [1:0] blue,
   output hsync, vsync
);
	wire [9:0] xpos;
	wire [9:0] ypos;
	parameter [9:0] NumberofPixels=10'd640, NumberofLines=10'd480;
	parameter [9:0] SystemClockFreq=10'd100, CRTClockFreq=10'd25;  
	CRTcontroller2015fall VGAdisplay(NumberofPixels, NumberofLines, SystemClockFreq, CRTClockFreq, hsync, vsync, xpos, ypos, Reset, Clock);
	GameWithSound game_inst(Clock, Reset, xpos, ypos, rota, rotb, red, green, blue);
endmodule
==> /design/flow/run.sh <==
#!/bin/bash
# OpenROAD 26Q1-2900-gdf79404cd8, Yosys 0.63+post, stock flow scripts
make -C /OpenROAD-flow-scripts/flow DESIGN_CONFIG=/design/flow/config.mk WORK_HOME=/design/flow/orfs finish
==> /design/flow/config.mk <==
export PLATFORM = sky130hd
export DESIGN_NAME = PongWithSound
export DESIGN_NICKNAME = PongWithSound
export VERILOG_FILES = /design/flow/design.v
export SDC_FILE = /design/flow/constraint.sdc
export NUM_CORES = 4
export LEC_CHECK = 1
export CORE_UTILIZATION = 30
==> /design/flow/constraint.sdc <==
current_design PongWithSound

set clk_period 5.7
set clk_io_pct 0.2

create_clock -name clk0 -period $clk_period [get_ports {Clock}]

set non_clock_inputs [all_inputs -no_clocks]
set_input_delay [expr $clk_period * $clk_io_pct] -clock clk0 $non_clock_inputs
set_output_delay [expr $clk_period * $clk_io_pct] -clock clk0 [all_outputs]
==> summary.rpt <==
TIMING
----------------------------------------------------------------------------------------
Worst slew margin relative to its limit                                            39.4%
Final Max Slew Viols                                                                   0
Transition time at the pin with the least slew margin                           0.909 ns
Final worst slack                                                                1.10 ns
Worst setup skew after layout                                                 0.00864 ns
Setup-failing EPs final                                                                0
Setup repair after global routing missed its margin                                false
Sum Neg Setup Slack                                                                 0 ns
Post-route clock period utilization                                                80.8%
Final hold violations                                                                  0
Final min period                                                                 4.60 ns
Timing-limited maximum frequency                                                 217 MHz

GLOBAL ROUTE
----------------------------------------------------------------------------------------
Pin count of the biggest net entering global routing                                  29
Via count of the first global-routing pass                                          4174
Met3 track demand over resource                                                    1.82%
Initial antenna violation count                                                        0
Global-route usage over all layers                                                 13.0%
First-pass GRT wire length                                                      20600 um
Met2 Resource Use GR                                                               20.9%
Met1 Resource Use GR                                                               18.9%
Total grt overflow                                                                     0
Most Used Layer, Global Route                                                       met2

POWER AND IR DROP
----------------------------------------------------------------------------------------
Design Power                                                                   0.00185 W
Leakage power figure                                                             2.80 nW
VDD IR-drop max                                                                 0.130 mV
Power per unit of standard cell area                                          287 mW/mm2

ROUTING
----------------------------------------------------------------------------------------
DRC Markers                                                                            0
Antenna fix cells                                                                      0
Number of nets still failing antenna checks after routing                              0
Number of search-and-repair iterations in the first detailed-routing pass              4
Wirelength per Cell                                                              13.5 um
Final routed wirelength across all metal layers                                 12300 um
Number of vias in the routed layout                                                 4508
Routed via count divided by cell count                                              4.93
Initial DRC Count                                                                    169

WORST SETUP PATH
----------------------------------------------------------------------------------------
Category of the worst setup path launch point                                       flop
Depth of the worst register-to-register path                                          11
Element type at the critical path end                                         output pin
Source of the critical timing path                                          game_inst.ballY[1]
Worst R2R End                                                               game_inst.missTimer[2]
Crit path DAT                                                                    3.46 ns
Flop-to-flop setup slack                                                         2.38 ns
Crit path max fanout                                                                   6
RR Startpoint                                                               game_inst.ballY[1]
Required time worst endpoint                                                     4.56 ns
Worst Path Class, Setup                                                          reg2out

LAYOUT
----------------------------------------------------------------------------------------
Fraction of final layout cells sized beyond drive strength 1                       4.74%
Signed area change from the synthesized netlist to the final layout                10.4%

FLOW RUN
----------------------------------------------------------------------------------------
Max-cap violation count                                                                0
Warning total across the stage logs                                                   36

FLOORPLANNING
----------------------------------------------------------------------------------------
Die outline width                                                                 142 um
Number of top-level pins                                                              14
FP Core Util                                                                       30.9%
Overall chip area                                                             0.0200 mm2
Standard-cell rows                                                                    50
Placeable core area                                                           0.0189 mm2
Die height                                                                        142 um

SYNTHESIS
----------------------------------------------------------------------------------------
Avg Synthesized Cell Area                                                       9.02 um2
Chip area from the yosys synthesis statistics                                0.00584 mm2
Instance count of the mapped netlist                                                 648
Async S/R FF share, synth                                                          40.5%
Dominant flop cell                                                              edfxtp_1
Yosys warns                                                                           10
Yosys stat cell total                                                                648
Post-synthesis sequential area ratio                                               33.4%
Synth cell types                                                                      70
Cell area after synthesis                                                    0.00584 mm2
Count of flip-flops with a built-in enable after synthesis                            32
Synthesis-stage register bit count                                                    74

MIN PATH
----------------------------------------------------------------------------------------
Hold-critical path depth                                                               0
Worst hold endpoint                                                         game_inst.quadBr[1]
Startpoint of the worst hold path                                           game_inst.quadBr[0]
Worst hold-check path type                                                       reg2reg

CLOCK TREE
----------------------------------------------------------------------------------------
Clk buf depth                                                                          2
Count of H-tree levels built during CTS                                                3
Post-CTS Repair Setup Buffers                                                          0
Cts bufs inserted                                                                      9
CTS tree                                                                             yes
Late-Pin Clk Latency                                                             0.34 ns
Number of hold-repair buffers added at the cts stage                                   0
PostCTS Resize Cnt                                                                     0
CTS Root Cell                                                                  clkbuf_16
Clock transition at the registers of the reported paths                          0.06 ns
Clock Sinks                                                                           74

PLACE
----------------------------------------------------------------------------------------
I/O Buffers                                                                            9
Detailed-placement wirelength estimate                                           9200 um
Placer congestion estimate                                                         0.915
Place WS                                                                         1.46 ns

STATUS
----------------------------------------------------------------------------------------
Result of the run                                                           finished clean

[state kept, by name (all words and copies together) (netlist names)]
name	count
VGAdisplay.vsyncModule.YPositionCounter.Q	10
game_inst.quadBr	3
game_inst.ballXdir	1
VGAdisplay.CRTclockUnit2015fall.counter	10
game_inst.ballY	8
game_inst.bounceX	1
VGAdisplay.hsyncModule.PixelClockUnit.State	2
game_inst.paddlePosition	7
game_inst.ballX	9
game_inst.quadAr	3
VGAdisplay.hsyncModule.XPositionCounter.Q	10
VGAdisplay.vsyncModule.RestartUnit.State	2
game_inst.missTimer	6
game_inst.bounceY	1
game_inst.ballYdir	1
[cell type report]
cell class | instances | area, um2
well taps | 260 | 325
fillers | 1919 | 12400
multi-input cells | 501 | 3600
inverters | 49 | 184
flip-flops and latches | 74 | 1950
clock buffers | 13 | 250
repair buffers | 14 | 128
clock inverters | 3 | 15.0
[critical path: stages, from the launching register on]
cell,delay [ns]
edfxtp_1,0.43
inv_1,0.13
ha_1,0.26
nor3_1,0.21
xnor2_1,0.15
ha_1,0.26
a211oi_1,0.23
o21ai_0,0.12
a221oi_1,0.30
a41o_1,0.16
nand4_2,0.20
a31oi_1,0.19
clkdlybuf4s50_1,0.48
[layout by cell type, fill, tap and decap left out, drive strengths merged, types with 5 or more instances in the layout]
cell,instances
clkbuf,13
nand4,15
a21o,8
dfrtp,30
inv,50
and3,12
nand2,47
nor4,7
clkdlybuf4s50,9
buf,5
a21boi,5
nor2,51
o21a,6
nor3b,5
a31oi,8
a211oi,6
ha,83
nand2b,6
nand3,30
o21ai,46
edfxtp,32
dfxtp,12
xor2,17
nor2b,7
nor3,22
a21oi,29
xnor2,34
[power breakdown]
| part | internal (W) | leakage [nW] | switching, W |
|---|---|---|---|
| logic | 0.000264 | 1.91 | 0.000275 |
| registers | 0.000626 | 0.759 | 0.000170 |
| clock network | 0.000305 | 0.132 | 0.000211 |
[cell usage after synthesis, types with 7 or more instances]
library cell  instances  area, um2
xnor2_1              34        298
and3_1               11       68.8
ha_1                 83       1040
clkbuf_1             19       71.3
dfxtp_1              12        240
o21ai_0              40        200
nand2_1              46        173
a21oi_1              29        145
nand4_1              14       87.6
dfrtp_1              30        751
nor3_1               22        110
inv_1                49        184
xor2_1               17        149
a21o_1                8       60.1
nor2b_1               7       43.8
nor2_1               50        188
edfxtp_1             32        961
nand3_1              30        150
a31oi_1               8       50.1
[worst max path at each step]
stage	depth (start not counted)	slack (ns)	to
global route	12	0.85	blue[1]
finish	12	1.10	blue[1]
CTS	12	1.08	blue[1]
[metal layers]
layer / vias to the layer above / wire (um)
li1: 2333 / -
met1: 2099 / 6150
met2: 57 / 5560
met3: 19 / 313
met4: 0 / 301
met5: - / 0
[cell families after synthesis]
| family | Yosys count | share of synthesized area, % |
|---|---|---|
| multiplexers | 3 | 0.514 |
| other | 1 | 0.0642 |
| AND/OR/NAND/NOR | 224 | 19.7 |
| flip-flops | 74 | 33.4 |
| buffers and inverters | 76 | 5.33 |
| XOR/XNOR | 51 | 7.65 |
| AND-OR/OR-AND | 133 | 14.5 |
| adder cells (fa/ha/maj) | 86 | 18.8 |
[stage by stage]
| step | instance area [um2] | hold slack (ns) | util (%) | instances |
|---|---|---|---|---|
| 2_1_floorplan | 5850 | 0.310 | - | 651 |
| 3_3_place_gp | 6180 | 0.314 | 32.7 | 898 |
| 3_5_place_dp | 6180 | 0.312 | 32.7 | 898 |
| 4_1_cts | 6450 | 0.325 | 34.1 | 914 |
| 5_1_grt | 6450 | 0.336 | 34.1 | 914 |
| 6_report | 6450 | 0.324 | 34.1 | 914 |
No activity file was given, so power comes from the tool's default toggle rates.
