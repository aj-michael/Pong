`config.mk`:
```
export PLATFORM = sky130hd
export DESIGN_NAME = game
export DESIGN_NICKNAME = game
export VERILOG_FILES = /design/flow/design.v
export SDC_FILE = /design/flow/constraint.sdc
export NUM_CORES = 4
export LEC_CHECK = 1
export CORE_UTILIZATION = 40
```
`design.v`:
```
module game(input clk,
				input [9:0] xpos,
				input [9:0] ypos,
				input rota,
				input rotb,
				output [2:0] red,
				output [2:0] green,
				output [1:0] blue);
	reg [8:0] paddlePosition;
	reg [2:0] quadAr, quadBr;
	always @(posedge clk) quadAr <= {quadAr[1:0], rota};
	always @(posedge clk) quadBr <= {quadBr[1:0], rotb};
	always @(posedge clk)
	if(quadAr[2] ^ quadAr[1] ^ quadBr[2] ^ quadBr[1])
	begin
		if(quadAr[2] ^ quadBr[1]) begin
			if(paddlePosition < 508)         
				paddlePosition <= paddlePosition + 9'd4;
		end
		else begin
			if(paddlePosition > 3)         
				paddlePosition <= paddlePosition - 9'd4;
		end
	end
	reg [9:0] ballX;
	reg [8:0] ballY;
	reg ballXdir, ballYdir;
	reg bounceX, bounceY;
	wire endOfFrame = (xpos == 0 && ypos == 480);
	always @(posedge clk) begin
		if (endOfFrame) begin  
			if (ballX == 0 && ballY == 0) begin  
				ballX <= 480;
				ballY <= 300;
			end
			else begin
				if (ballXdir ^ bounceX) 
					ballX <= ballX + 10'd2;
				else 
					ballX <= ballX - 10'd2;
				if (ballYdir ^ bounceY) 
					ballY <= ballY + 9'd2;
				else
					ballY <= ballY - 9'd2;
			end
		end	
	end		
	reg [5:0] missTimer;	
	wire visible = (xpos < 640 && ypos < 480);
	wire top = (visible && ypos <= 3);
	wire bottom = (visible && ypos >= 476);
	wire left = (visible && xpos <= 3);
	wire right = (visible && xpos >= 636);
	wire border = (visible && (left || right || top));
	wire paddle = (xpos >= paddlePosition+4 && xpos <= paddlePosition+124 && ypos >= 440 && ypos <= 447);
	wire ball = (xpos >= ballX && xpos <= ballX+7 && ypos >= ballY && ypos <= ballY+7);
	wire background = (visible && !(border || paddle || ball));
	wire checkerboard = (xpos[5] ^ ypos[5]);
	wire missed = visible && missTimer != 0;
	assign red   = { missed || border || paddle, paddle, paddle};
	assign green = { !missed && (border || paddle || ball), ball, ball};
	assign blue  = { !missed && (border || ball), background && checkerboard}; 
	always @(posedge clk) begin
		if (!endOfFrame) begin
			if (ball && (left || right))
				bounceX <= 1;
			if (ball && (top || bottom || (paddle && ballYdir)))
				bounceY <= 1;
			if (ball && bottom)
				missTimer <= 63;
		end
		else begin
			if (ballX == 0 && ballY == 0) begin  
				ballXdir <= 1;
				ballYdir <= 1;
				bounceX <= 0;
				bounceY <= 0;
			end 
			else begin
				if (bounceX)
					ballXdir <= ~ballXdir;
				if (bounceY)
					ballYdir <= ~ballYdir;			
				bounceX <= 0;
				bounceY <= 0;
				if (missTimer != 0)
					missTimer <= missTimer - 6'd1;
			end
		end
	end
endmodule
```
`run.sh`:
```
#!/bin/bash
# OpenROAD 26Q1-2900-gdf79404cd8, Yosys 0.63+post, stock flow scripts
make -C /OpenROAD-flow-scripts/flow DESIGN_CONFIG=/design/flow/config.mk WORK_HOME=/design/flow/orfs finish
```
`constraint.sdc`:
```
current_design game

set clk_period 8.6
set clk_io_pct 0.2

create_clock -name clk0 -period $clk_period [get_ports {clk}]

set non_clock_inputs [all_inputs -no_clocks]
set_input_delay [expr $clk_period * $clk_io_pct] -clock clk0 $non_clock_inputs
set_output_delay [expr $clk_period * $clk_io_pct] -clock clk0 [all_outputs]
```
==> out/results.txt <==
Antenna violations before repair -> 0
Final Cycle Share -> 74.4%
Final wirelength -> 8810 um
Commonest flop -> edfxtp_1
Routed length per instance -> 14.7 um
Synthesized flop and latch total -> 40
Chip Area -> 0.0104 mm2
DP HPWL -> 7000 um
Critical path's slowest cell -> or4_1
Worst path arrival time -> 4.68 ns
Placed Area -> 0.00444 mm2
Worst Skew -> 0.0121 ns
Clock root buffer -> clkbuf_8
Core utilization at floorplan -> 41.1%
Crit-path cells -> clkdlybuf4s50_1 -> ha_1 -> a21oi_2 -> o22ai_1 -> a2111oi_1 -> a21oi_1 -> or4_1 -> a21oi_1 -> clkdlybuf4s50_1
CTS max path bufs -> 2
Cell area leaders -> edfxtp_1 24%, ha_1 23%, xnor2_1 6.1%
Crit path max fanout -> 6
FILL cells -> 916
Worst-margin pin slew -> 0.659 ns
R2R Setup Slk -> 4.67 ns
RR Endpoint -> missTimer[0]$_SDFFCE_PN1P_
Non-filler cells, final -> 601
DRC violations left -> 0
CP delay by family, top -> buffers and inverters
Row count -> 36
# diodes -> 0
Count of library flops with an enable pin -> 32
Area Overhead vs Synth -> 13.6%
Power, Total -> 637 uW
TritonCTS buffer count -> 5
Placed Cells incl. Taps -> 593
CP startpoint kind -> input pin
Total GRT Usage -> 18.8%
First-pass GRT wire length -> 14900 um
Area share, top type -> 24.1%
Cell type with the highest aggregate area in the netlist -> edfxtp_1
Boundary Pins -> 31
Hold Path Class -> reg -> reg
PostCTS Resize Cnt -> 0
Yosys synthesis warning count -> 1
DR pass1 iterations -> 4
Number of routed nets with antenna violations -> 0
Final Hold Vio Count -> 0
Unrepaired setup endpoints after global routing -> false
Die boundary width -> 102 um
Layout Utilization -> 46.6%
IO Port Bufs -> 30
OpenROAD warning count -> 28
Leak -> 0.00192 uW
Max_slew headroom -> 55.7%
Reg-to-Reg Start -> ballX[1]$_SDFFCE_PP0P_
Worst Setup SP -> xpos[4]
Setup TNS -> 0 ns
Core area -> 0.00973 mm2
Die Ht -> 102 um
GRT Residual Overflow -> 0
Max Cap Viol -> 0
Avg Inst Size Synth -> 9.16 um2
Post-Syn Instances -> 436
Final setup violation count -> 0
Vias -> 3199
Design area -> 0.00454 mm2
Setup crit end -> blue[1]
CTS Hold Bufs -> 0
Worst endpoint required time -> 6.88 ns
Layout cells sized above 1 -> 4.06%
Clock latency (worst-skew pair) -> 0.30 ns
Postcts setup bufs -> 0
PD cells -> 140 mW/mm2
Crit end category -> output port
Worst Setup Path Type -> in -> out
Cells on worst reg2reg path -> 13
Placer Congestion -> 0.939
Stages on worst setup path -> 9
Number of global-route vias before repair -> 3098
Crit path largest cell delay -> 0.67 ns
H-tree Lvls -> 2
Synth Seq Share -> 28.1%
1st-iter DRT viols -> 121
Netlist cell types -> 57
Status -> finished, final reports clean
# clock sinks -> 40
Mapped Area -> 0.00400 mm2
CTS tree -> built
Fmax -> 156 MHz
Max-slew violation count -> 0
Yosys stat chip area -> 0.00400 mm2
CP bufs+invs -> 2
Clock slew at reported path FFs -> 0.08 ns
Async SR Flop Fraction -> 0%
Fin crit period -> 6.40 ns
Largest net degree at the start of global routing -> 29
VDD IR-drop max -> 0.0737 mV
Vias per inst -> 5.32
Cell count listed in synth_stat.txt -> 436
[worst min-delay path by stage]
stage,start,end,slack [ns],cells after the start
5_1_grt,quadAr[0]$_DFF_P_,quadAr[1]$_DFF_P_,0.35,0
6_report,quadAr[0]$_DFF_P_,quadAr[1]$_DFF_P_,0.34,0
4_1_cts,quadAr[0]$_DFF_P_,quadAr[1]$_DFF_P_,0.34,0
[Yosys cell counts (all sizes together) (3+ instances only)]
master and count:
nor3 20, nor2b 6, nand3 12, or4 4
and4 3, nand2 32, nand4 10, or3 3
a21oi 23, and3 3, nand2b 5, a2111oi 4
a21boi 7, xor2 15, a21o 9, xnor2 28
inv 43, ha 72, nor4 7, clkbuf 4
buf 6, edfxtp 32, o21ai 20, dfxtp 8
fa 3, nor2 19, or2 3, nor3b 5
[metrics by stage]
step | hold slack [ns] | worst slack (ns)
detailed placement | 0.318 | 2.20
global placement | 0.316 | 2.21
global route | 0.352 | 2.01
CTS | 0.337 | 2.19
finish | 0.338 | 2.20
floorplan | 0.310 | 3.40
[flip-flops by register name (all words and copies together) (netlist names)]
signal / flops
missTimer: 6
bounceX: 1
bounceY: 1
paddlePosition: 7
quadAr: 3
ballXdir: 1
quadBr: 3
ballYdir: 1
ballY: 8
ballX: 9
[per-layer routing]
| layer | up-vias | share of wire, % | track usage (%) |
|---|---|---|---|
| met1 | 1495 | 53 | 30.4 |
| met2 | 45 | 43 | 29.3 |
| met3 | 6 | 3.3 | 2.29 |
| li1 | 1653 | - | - |
| met5 | - | 0 | 0 |
| met4 | 0 | 0.79 | 1.21 |
[placed cells by master (no fill, tap or decap), types with 3 or more instances in the layout]
cell	count
nand2_1	32
buf_4	4
or3_1	3
xnor2_1	28
nand4_1	10
edfxtp_1	32
nand2b_1	5
inv_1	43
nor4_1	6
fa_1	3
dfxtp_1	8
o21ai_0	20
clkbuf_8	6
xor2_1	15
nor2_1	19
and3_1	3
a21oi_1	21
ha_1	72
a21o_1	9
or4_1	4
nor3_1	19
nor3b_1	5
a21boi_0	6
clkdlybuf4s50_1	30
nand3_1	12
and4_1	3
nor2b_1	6
[cell type report]
class                           instances  area (um2)  area share, %
Clock buffer                            6        82.6           1.82
Clock inverter                          2        15.0          0.331
Inverter                               43         161           3.56
Multi-Input combinational cell        343        2660           58.6
Sequential cell                        40        1120           24.7
Tap cell                              133         166           3.67
Timing Repair Buffer                   34         330           7.28
[cells by family (layout without fill, tap and decap cells)]
kind of cell / Yosys count / after routing / synth area share [%]
xor+xnor: 43 / 43 / 9.43
flops: 40 / 40 / 28.1
fa+ha+maj: 75 / 75 / 24.1
mux: 2 / 2 / 0.501
simple gates: 138 / 138 / 18.4
buf+inv: 53 / 85 / 5.48
compound gates: 85 / 85 / 14.1
[report_power, final]
| group | switching (uW) | leakage (uW) | internal (uW) |
|---|---|---|---|
| Clock | 75.6 | 0.0000434 | 65.1 |
| Combinational | 114 | 0.00149 | 119 |
| Sequential | 30.4 | 0.000385 | 234 |
| Total | 220 | 0.00192 | 418 |
Power is estimated from default activity; no workload was simulated.
